File: flow/design.v
`timescale 1ns / 1ps
module adder(
    input [7:0] in1,
    input [7:0] in2,
    output [7:0] out,
    input signal_aluop
);
    assign out = in1 + in2;
endmodule
`timescale 1ns / 1ps
module clock_divider(
    input clock_in,
    input clear,
    output reg clock_out
    );
    reg [31:0] cnt;
    always @(posedge clock_in) begin
        if (clear) begin
            cnt <= 32'd0;
            clock_out <= 1'b0;
        end
        else if (cnt == 32'd25000000) begin
            cnt <= 32'd0;
            clock_out <= ~clock_out;
        end
        else begin
            cnt <= cnt + 1;
        end
    end
endmodule
`timescale 1ns / 1ps
module control_unit(
    input [1:0] opcode,
    output signal_memtoreg,
    output signal_regwrite,
    output signal_alusrc,
    output signal_branch,
    output signal_memread,
    output signal_memwrite,
    output signal_regdst,
    output signal_aluop
    );
    wire A;
    wire B;
    assign A = opcode[1];
    assign B = opcode[0];
    assign signal_regdst = ~A && ~B;
    assign signal_regwrite = ~A;
    assign signal_alusrc = (~A && B) || (A && ~B);
    assign signal_branch = A && B;
    assign signal_memread = ~A && B;
    assign signal_memwrite = A && ~B;
    assign signal_memtoreg = B;
    assign signal_aluop = ~A && ~B;
endmodule
`timescale 1ns / 1ps
module data_memory(
    input signal_memread,
    input signal_memwrite,
    input [7:0] address,
    input [7:0] data_to_write,
    input clock,
    input clear,
    output [7:0] data_out
    );
    reg [7:0] memory[0:31];
    assign data_out = memory[address];
    always @(posedge clock or posedge clear) begin
        if (clear) begin
            memory[0] <= 8'b0;
            memory[1] <= 8'b1;
            memory[2] <= 8'b10;
            memory[3] <= 8'b11;
            memory[4] <= 8'b100;
            memory[5] <= 8'b101;
            memory[6] <= 8'b110;
            memory[7] <= 8'b111;
            memory[8] <= 8'b1000;
            memory[9] <= 8'b1001;
            memory[10] <= 8'b1010;
            memory[11] <= 8'b1011;
            memory[12] <= 8'b1100;
            memory[13] <= 8'b1101;
            memory[14] <= 8'b1110;
            memory[15] <= 8'b1111;
            memory[16] <= 8'b0;
            memory[17] <= 8'b11111111;
            memory[18] <= 8'b11111110;
            memory[19] <= 8'b11111101;
            memory[20] <= 8'b11111100;
            memory[21] <= 8'b11111011;
            memory[22] <= 8'b11111010;
            memory[23] <= 8'b11111001;
            memory[24] <= 8'b11111000;
            memory[25] <= 8'b11110111;
            memory[26] <= 8'b11110110;
            memory[27] <= 8'b11110101;
            memory[28] <= 8'b11110100;
            memory[29] <= 8'b11110011;
            memory[30] <= 8'b11110010;
            memory[31] <= 8'b11110001;
        end
        else begin
            if (signal_memwrite) begin
                memory[address] <= data_to_write;
            end
        end
    end
endmodule
`timescale 1ns / 1ps
module hex_to_seven_segment(
    input [3:0] in,
    output reg [6:0] out
    );
    always @(in) begin
        case (in)
            4'd0: out <= 7'b1111110;
            4'd1: out <= 7'b0110000;
            4'd2: out <= 7'b1101101;
            4'd3: out <= 7'b1111001;
            4'd4: out <= 7'b0110011;
            4'd5: out <= 7'b1011011;
            4'd6: out <= 7'b1011111;
            4'd7: out <= 7'b1110000;
            4'd8: out <= 7'b1111111;
            4'd9: out <= 7'b1111011;
            4'd10: out <= 7'b1110111;
            4'd11: out <= 7'b0011111;
            4'd12: out <= 7'b1001110;
            4'd13: out <= 7'b0111101;
            4'd14: out <= 7'b1001111;
            4'd15: out <= 7'b1000111;
        endcase
    end
endmodule
`timescale 1ns / 1ps
module microprocessor(
    input [7:0] instruction,
    input fast_clock,
    input clear,
    output [6:0] first_segment,
    output [6:0] second_segment,
    output [7:0] read_address,
    output [6:0] reg0_segment,
    output [6:0] reg1_segment,
    output [6:0] reg2_segment,
    output [6:0] reg3_segment,
    output out_clock
    );
    wire clock;
    assign out_clock = clock;
    wire signal_memtoreg;
    wire signal_regwrite;
    wire signal_alusrc;
    wire signal_branch;
    wire signal_memread;
    wire signal_memwrite;
    wire signal_regdst;
    wire signal_aluop;
    wire [7:0] output_reg1;
    wire [7:0] output_reg2;
    wire [7:0] sign_extended_imm;
    wire [7:0] output_memory;
    wire [7:0] output_alu;
    wire [7:0] reg_write_data;
    assign reg_write_data = signal_memtoreg ? output_memory : output_alu;
    wire [7:0] incremented_pc;
    wire [7:0] displaced_pc;
    wire [7:0] next_pc;
    wire [7:0] output_pc;
    assign next_pc = signal_branch ? displaced_pc : incremented_pc;
    assign read_address = output_pc;
    wire [7:0] reg0_segment_;
    wire [7:0] reg1_segment_;
    wire [7:0] reg2_segment_;
    wire [7:0] reg3_segment_;
    clock_divider new_clock(
        .clock_in(fast_clock),
        .clear(clear),
        .clock_out(clock)
    );
    control_unit control(
        .opcode(instruction[7:6]),
        .signal_aluop(signal_aluop),
        .signal_alusrc(signal_alusrc),
        .signal_branch(signal_branch),
        .signal_regdst(signal_regdst),
        .signal_memread(signal_memread),
        .signal_memtoreg(signal_memtoreg),
        .signal_memwrite(signal_memwrite),
        .signal_regwrite(signal_regwrite)
    );
    register_file regiters(
        .read_reg1(instruction[5:4]),
        .read_reg2(instruction[3:2]),
        .write_reg(signal_regdst ? instruction[1:0] : instruction[3:2]),
        .signal_regwrite(signal_regwrite),
        .clock(clock),
        .clear(clear),
        .write_data(reg_write_data),
        .output_reg1(output_reg1),
        .output_reg2(output_reg2),
        .reg0_segment(reg0_segment_),
        .reg1_segment(reg1_segment_),
        .reg2_segment(reg2_segment_),
        .reg3_segment(reg3_segment_)
    );
    data_memory data_memory(
        .clock(clock),
        .clear(clear),
        .signal_memread(signal_memread),
        .signal_memwrite(signal_memwrite),
        .address(output_alu),
        .data_to_write(output_reg2),
        .data_out(output_memory)
    );
    sign_extend sign_extend(
        .in(instruction[1:0]),
        .out(sign_extended_imm)
    );
    adder alu(
        .in1(output_reg1),
        .in2(signal_alusrc ? sign_extended_imm : output_reg2),
        .out(output_alu),
        .signal_aluop(signal_aluop)
    );
    hex_to_seven_segment first_seg(
        .in(reg_write_data[7:4]),
        .out(first_segment)
    );
    hex_to_seven_segment second_seg(
        .in(reg_write_data[3:0]),
        .out(second_segment)
    );
    adder incrementer(
        .in1(8'b1),
        .in2(output_pc),
        .out(incremented_pc),
        .signal_aluop(1'b1)
    );
    adder displacer(
        .in1(incremented_pc),
        .in2(sign_extended_imm),
        .out(displaced_pc),
        .signal_aluop(1'b1)
    );
    pc pc(
        .clock(clock),
        .clear(clear),
        .pc_out(output_pc),
        .next_pc(next_pc)
    );
    hex_to_seven_segment h1(
        .in(reg0_segment_[3:0]),
        .out(reg0_segment)
    );
    hex_to_seven_segment h2(
        .in(reg1_segment_[3:0]),
        .out(reg1_segment)
    );
    hex_to_seven_segment h3(
        .in(reg2_segment_[3:0]),
        .out(reg2_segment)
    );
    hex_to_seven_segment h4(
        .in(reg3_segment_[3:0]),
        .out(reg3_segment)
    );
endmodule
`timescale 1ns / 1ps
module pc(
    input clock,
    input clear,
    input [7:0] next_pc,
    output [7:0] pc_out 
);
    reg [7:0] current_pc;
    initial begin
        current_pc <= 8'b0;
    end
    assign pc_out = current_pc;
    always @(posedge clock or posedge clear) begin
        if (clear) begin
            current_pc <= 8'b0;
        end
        else begin
            current_pc <= next_pc;
        end
    end
endmodule
`timescale 1ns / 1ps
module register_file(
    input [1:0] read_reg1,
    input [1:0] read_reg2,
    input [1:0] write_reg,
    input [7:0] write_data,
    input signal_regwrite,
    input clock,
    input clear,
    output [7:0] output_reg1,
    output [7:0] output_reg2,
    output [7:0] reg0_segment,
    output [7:0] reg1_segment,
    output [7:0] reg2_segment,
    output [7:0] reg3_segment
    );
    reg [7:0] register [0:3];
    initial begin
        register[0] <= 8'b0;
        register[1] <= 8'b0;
        register[2] <= 8'b0;
        register[3] <= 8'b0;
    end
    assign output_reg1 = register[read_reg1];
    assign output_reg2 = register[read_reg2];
    assign reg0_segment = register[0];
    assign reg1_segment = register[1];
    assign reg2_segment = register[2];
    assign reg3_segment = register[3];
    always @(posedge clock or posedge clear) begin
        if (clear) begin
            register[0] <= 8'b0;
            register[1] <= 8'b0;
            register[2] <= 8'b0;
            register[3] <= 8'b0;
        end
        else begin
            if (signal_regwrite) begin
                register[write_reg] <= write_data;
            end
        end
    end
endmodule
`timescale 1ns / 1ps
module sign_extend(
    input [1:0] in,
    output [7:0] out
);
    assign out = {in[1], in[1], in[1], in[1], in[1], in[1], in[1], in[0]};
endmodule
File: flow/constraint.sdc
current_design microprocessor

set clk_period 16.7
set clk_io_pct 0.2

create_clock -name clk0 -period $clk_period [get_ports {fast_clock}]

set non_clock_inputs [all_inputs -no_clocks]
set_input_delay [expr $clk_period * $clk_io_pct] -clock clk0 $non_clock_inputs
set_output_delay [expr $clk_period * $clk_io_pct] -clock clk0 [all_outputs]
File: flow/run.sh
#!/bin/bash
# OpenROAD 26Q1-2900-gdf79404cd8, Yosys 0.63+post, stock flow scripts
make -C /OpenROAD-flow-scripts/flow DESIGN_CONFIG=/design/flow/config.mk WORK_HOME=/design/flow/orfs finish
File: flow/config.mk
export PLATFORM = sky130hd
export DESIGN_NAME = microprocessor
export DESIGN_NICKNAME = microprocessor
export VERILOG_FILES = /design/flow/design.v
export SDC_FILE = /design/flow/constraint.sdc
export NUM_CORES = 4
export LEC_CHECK = 1
export CORE_UTILIZATION = 50
==> run notes <==
Synthesis and place-and-route results.

- The number of warnings reported in the yosys synthesis log is 7.
- The highest fanout seen on the critical path is 27.
- Detailed placement ended at an HPWL of 40,400 um.
- For this design the ratio of total power to cell area is 30.4 mW/mm^2.
- The clock passes through at most 2 buffers.
- Averaged over all synthesized cells, the footprint is 10.2 um^2.
- The leakage power of the design is 7.90 nW.
- The flow measured a signed area growth from synthesis to layout of 7.38%.
- The critical path class is in2out.
- The worst path uses 80.8% of the clock period.
- The required time at the worst-slack endpoint is 13.36 ns.
- The via count of the first global-routing pass is 13,000.
- The switching power share of the total is 52.5%.
- The final worst clock skew is 0.00651 ns.
- TritonRoute output was used to compute an average wire per cell of 25.1 um.
- Endpoints failing hold in the final report were tallied at 0.
- In this run the number of H-tree levels came out at 2.
- For this run, the top clock speed supported by timing is 74.1 MHz.
- The initial antenna violation count is 2.
- The total global-route track usage is 33.0%.
- Routing resource usage on met2 recorded by global route was 45.1%.
- The share of power burned in the clock network is 18.1%.
- After synthesis the netlist holds a flip-flop and latch count of 329.
- The top-level port count is 61.
- The max-cap violation count is 0.
- TritonCTS built the clock tree.
- The global routing's busiest layer is met1.
- In this run the VDD rail shows a maximum IR drop of 0.0768 mV.
- The first detailed-routing pass ran for 5 iterations.
- The die covers 0.0367 mm^2.
- The sort of element at the end of the critical path is an output pin.
- Per the CTS log, the root buffer master is clkbuf_16.
- For this run, asynchronously set or reset flops after synthesis account for 90.0%.
- The internal cell power is 0.000278 W.
- The launch instance of the worst register-to-register path is new_clock.cnt[5].
- The clock transition time at the flip-flop clock pins of the worst setup and hold paths is 0.05 ns.
- After synthesis, the chip area reported by Yosys is 0.0179 mm^2.
- Sequential cells were found to cover 45.8% of the synthesized design area.
- The remaining max-slew budget at the tightest pin is 32.8%.
- The dominant register cell in the synthesized netlist is dfrtp_1.
- The run finished with clean final reports.
- The weighted congestion at the end of routability-driven global placement is 0.999.
- The mapped netlist covers 0.0179 mm^2.
- Among the stages of the critical path, the cell type that occurs most often is inv_1.
- The sequential cells in the finished layout cover a total of 0.00823 mm^2.
- For reference, the critical path is launched at instruction[6].
- In this run, synthesis inferred 0 flip-flops with an integrated enable.
- The critical path in the final layout is reported with a setup slack of 3.21 ns.
- The setup TNS is 0 ns.
- The met1 track demand over resource in global routing is 52.6%.
- Looking at the post-CTS report, the setup buffer insertion count equals 0.
- The transition time of the tightest slew-check pin is 1.00 ns.
- The slowest stage of the critical path is the nor3_1 cell.
- The number of port buffers is 60.
- The detailed-route wire length is 56,300 um.
- The pre-CTS setup check shows a worst slack of 3.34 ns.
- The global-route met3 utilization is 12.1%.
- The startpoint type of the worst setup path is an input port.
- The worst hold path begins at new_clock.cnt[0].
- The signal on the critical path passes through clkdlybuf4s50_1, inv_1, ha_1, o21ai_0, ha_1, inv_1, fa_2, buf_4, buf_4, inv_1, nand2_1, nor3_1, a32oi_1, and4b_1, a31oi_2, inv_1, ha_1, mux4_2, inv_1, clkdlybuf4s50_1.
- The share of total power in combinational logic is 67.7%.
- The highest cell delay on the worst timing path is 0.83 ns.
- The die outline height is 191 um.
- Synthesis instantiated 86 different standard cells from the library.
- The number of warnings in the stage logs is 67.
- The total of fill cells in the finished design is 3,124.
- The horizontal die dimension reported for this design is 191 um.
- The clock insertion delay at the later pin of the skew report is 0.28 ns.
- The first global-routing pass estimated 84,500 um of wire.
- The timer found 296 register pins that no clock reaches; their paths are not timed.
- Counting I/O delays and the setup requirement, the final critical path takes 13.49 ns.
- The synthesized instance count is 1,759.
- The final number of setup-violating endpoints is 0.
- The initial detailed-routing violation count is 772.
- The routed layout reports a DRC error count of 0.
- 332 endpoints have no timing constraint.
- The post-CTS hold buffer count recorded in the log is 0.
- Setup repair after global routing left no endpoint under its margin.
- For reference, the placement row count at floorplan is 69.
- The sequential share of power is 14.2%.
- The arrival time of the worst setup path is 10.15 ns.
- The post-detailed-route via-to-cell ratio is 6.09.
- The count of nets left with antenna violations once routing finished came out at 0.
- Entering global routing, the biggest net connects 130 pins.
- The multi-input combinational cells in the finished layout cover a total of 0.00907 mm^2.
- In this run, post-CTS repair resized a total of 0 instances.
- After synthesis, the design contains 1,759 cells according to Yosys.
- Per the final layout report, the fraction of cells sized above drive strength 1 comes to 22.8%.
- The final global-route overflow total is 0.
- The path class of the tightest hold or removal check is reg2reg.
- The total clock buffers created by CTS is 5.
- The power dissipated by switching net loads is 0.000308 W.
- The starting utilization of the core area is 50.6%.
- Per the final report, max-transition violations number 0.
- Summing over every cut layer, the via total after detailed routing is 13,600.
- In this run the standard cell core region covers 0.0355 mm^2.
## metrics by stage
step / utilization [%] / area (um^2) / hold WS [ns] / instances / total power [W]
after floorplan: - / 17900 / 0.442 / 1759 / 0.000321
after global placement: 53.8 / 19100 / 0.458 / 2228 / 0.000474
after detailed placement: 53.8 / 19100 / 0.468 / 2228 / 0.000473
after CTS: 54.3 / 19300 / 0.480 / 2236 / 0.000580
after global routing: 54.3 / 19300 / 0.498 / 2236 / 0.000613
final: 54.3 / 19300 / 0.473 / 2237 / 0.000586
## placed cells by master (no fill, tap or decap), types with 49 or more instances in the layout
cell             instances
a21oi_1                 57
buf_4                   54
clkdlybuf4s50_1         60
dfrtp_1                172
dfstp_2                124
ha_1                    60
inv_1                   50
mux2_2                 170
nand2_1                236
nand3_1                 49
nor2_1                 102
o21ai_0                170
## routing by layer
metal / vias to the layer above / routed length [um]
met5: - / 0
met4: 0 / 1450
met2: 498 / 23800
li1: 6324 / -
met3: 77 / 5530
met1: 6719 / 25400
## synth_stat cells, types with 15 or more instances
master,number,share of area [%]
xnor2_1,28,1.4
mux2_2,170,11
buf_2,18,0.50
a32oi_1,17,0.83
mux4_2,16,2.0
nor2_1,102,2.1
mux2i_1,47,2.6
a22oi_1,20,0.84
nand3_1,49,1.4
nor3_1,27,0.75
nand2_1,236,4.9
inv_1,51,1.1
dfxtp_1,33,3.7
dfstp_2,124,18
ha_1,60,4.2
xor2_1,27,1.3
dfrtp_1,172,24
and3_1,22,0.77
clkbuf_1,73,1.5
nand4_1,15,0.52
o21ai_0,177,4.9
a21oi_1,57,1.6
## cells by family after synthesis
family / synth area share [%]
XOR/XNOR: 2.78
adder cells (fa/ha/maj): 4.41
AND/OR/NAND/NOR: 13.4
multiplexers: 15.3
AND-OR/OR-AND: 14.7
buffers and inverters: 3.68
flip-flops: 45.8
## sequential cells by signal (all words and copies together), names as in the netlist
name / flops
data_memory.memory: 256
new_clock.cnt: 32
regiters.register: 32
pc.current_pc: 8
new_clock.clock_out: 1
## power groups by stage
stage / registers [W] / clock network (W) / logic, W
finish: 0.0000832 / 0.000106 / 0.000397
global route: 0.0000832 / 0.000111 / 0.000419
CTS: 0.0000831 / 0.000107 / 0.000390
## area by class of cell
class | count | share of cell area (%)
Antenna cell | 1 | 0.0130
Clock buffer | 7 | 0.740
Clock inverter | 1 | 0.156
Inverter | 51 | 1.03
Multi-Input combinational cell | 1272 | 47.0
Sequential cell | 329 | 42.7
Tap cell | 461 | 2.99
Timing Repair Buffer | 115 | 5.32
## final timing paths
kind                            end  cells past startpoint  slack, ns
setup / recovery   first_segment[3]                     20       3.21
hold / removal     new_clock.cnt[0]                      1       0.47
setup reg to reg  new_clock.cnt[31]                      9      14.31
hold reg to reg    new_clock.cnt[0]                      1       0.47
## worst max-delay path, delay by kind of cell
family	cells	cell delay, ns
buf+inv	9	2.74
simple gates	3	1.40
fa+ha+maj	4	1.37
compound gates	3	0.77
mux	1	0.46
Power is estimated from default activity; no workload was simulated.

==> /design/flow/config.mk <==
export PLATFORM = sky130hd
export DESIGN_NAME = tester
export DESIGN_NICKNAME = tester
export VERILOG_FILES = /design/flow/design.v
export SDC_FILE = /design/flow/constraint.sdc
export NUM_CORES = 4
export LEC_CHECK = 1
export CORE_AREA = 10 10 70 70
export DIE_AREA = 0 0 80 80
==> /design/flow/design.v <==
module tester(
    input [7:0] address,
    input clear,
    output [7:0] instruction
);
wire [7:0] memory [0:31];
assign memory[0] = 8'b01001001;  
assign memory[1] = 8'b01100001;  
assign memory[2] = 8'b01000101;  
assign memory[3] = 8'b00000111;  
assign memory[4] = 8'b01111001;  
assign memory[5] = 8'b00101100;  
assign memory[6] = 8'b10100010;  
assign memory[7] = 8'b00001101;  
assign memory[8] = 8'b01111011;  
assign memory[9] = 8'b00011110;  
assign memory[10] = 8'b11000011;  
assign instruction = memory[address];
endmodule
==> /design/flow/run.sh <==
#!/bin/bash
# OpenROAD 26Q1-2900-gdf79404cd8, Yosys 0.63+post, stock flow scripts
make -C /OpenROAD-flow-scripts/flow DESIGN_CONFIG=/design/flow/config.mk WORK_HOME=/design/flow/orfs finish
==> /design/flow/constraint.sdc <==
current_design tester

set clk_period 2.4
set clk_io_pct 0.2

create_clock -name clk0 -period $clk_period

set non_clock_inputs [all_inputs -no_clocks]
set_input_delay [expr $clk_period * $clk_io_pct] -clock clk0 $non_clock_inputs
set_output_delay [expr $clk_period * $clk_io_pct] -clock clk0 [all_outputs]
==> impl_summary.log <==
[flow] collecting metrics
INFO  metric power.static_leakage = between 0.15 and 0.2 nW
INFO  metric timing.critical_path.required = around 1900 ps
INFO  metric synth.avg_cell_area = between 6 and 7 um^2
INFO  metric synth_cells = 35
INFO  metric port_buffers = 13
INFO  metric n_antenna_cell = 0
INFO  metric mappedNetlistArea = 213 um^2
INFO  metric synth_cell_type_count = 23
INFO  metric warning_count = 36
INFO  metric first_pass_grt_wire_length = 1260 um
INFO  metric post_route_cells_drive_above_1_share = between 20 and 30%
INFO  metric grt_max_degree = 8
INFO  metric gr-usage-all-layers = 2.40%
INFO  metric fin_area = approximately 430 um^2
INFO  metric core_util_floorplan = about 6.2%
INFO  metric setup_ws = around 82 ps
INFO  metric fin_crit_sh = 96.6%
INFO  metric worst_path_max_delay_cell = sky130_fd_sc_hd__or4_1
INFO  metric number_of_global_route_vias_before_repair = 281
INFO  metric min_path_type = in -> out
INFO  metric pre_cts_ws = -224 ps
INFO  metric setup-violations-final = 0
INFO  metric die_height = roughly 80 um
INFO  metric drt-initial-drc-count = 15
INFO  metric rsz_0062_raised_after_global_routing = false
INFO  metric grt-ovfl-total = 0
INFO  metric run_status = completed
INFO  metric critPathMaxStageDelay = a little under 500 ps
INFO  metric finalWeightedCongestion = slightly above 0.7
INFO  metric row_cnt = 21
INFO  metric routed_wirelength = 802 um
INFO  metric finalNonFillerCells = between 90 and 100
INFO  metric core_area = about 3400 um^2
INFO  metric layout_min_cycle_time = around 2300 ps
INFO  metric kind_of_end_point_of_the_critical_path = primary output
INFO  metric area_growth_from_synthesis_to_layout = 103%
INFO  metric worst-endpoint-arrival = around 1800 ps
INFO  metric vdd_drop_max = 0.0188 mV
INFO  metric placedInstanceArea = roughly 430 um^2
INFO  metric crit_path_cell_trace = dlygate4sd2_1 > or4_1 > o21ai_0 > clkdlybuf4s50_1
INFO  metric fill_cells = 405
INFO  metric slew_worst_pin = roughly 240 ps
INFO  metric antenna_violating_nets_post_route = 0
INFO  metric dp_hpwl = slightly above 700 um
INFO  metric cap_viol_max_count = 0
INFO  metric cp_max_fo = 5
INFO  metric floorplan.die.width = around 80 um
INFO  metric dpl.cell_count = between 90 and 100
INFO  metric via_density_per_instance = approximately 3.1
INFO  metric design.portCount = 17
INFO  metric num_vias = 303
INFO  metric post_cts_buffers = 0
INFO  metric multiInputGateArea = approximately 180 um^2
INFO  metric hold_viol = 0
INFO  metric cts_hold_buf = 0
INFO  metric worstSetupPathType = in -> out
INFO  metric max_slew_margin = between 80% and 90%
INFO  metric flops = 0
INFO  metric antenna_found_initial = 0
INFO  metric fmax = between 400 and 500 MHz
INFO  metric part_of_the_yosys_area_used_for_sequential_elements = 0%
INFO  metric timing.hold.worst_path_depth = 3
INFO  metric critPathLaunchType = primary input
INFO  metric timing_max_transition_violations_final = 0
INFO  metric drt-wirelength-per-cell = about 8.2 um
INFO  metric clock_buffer_cells = 0
INFO  metric timing.critical_path.buf_inv = 2
INFO  metric yosys_warnings = 169
INFO  metric synth.yosys.num_cells = 35
INFO  metric totalPowerFinal = 0.0000577 W
INFO  metric fp.dieArea = between 6000 and 7000 um^2
INFO  metric cp.depth = 4
INFO  metric cpLargestDelayFamily = buffers and inverters
INFO  metric synth_chip_area = between 200 and 250 um^2
INFO  metric route.detailed.drc = 0
INFO  metric area.sequential = 0 um^2
INFO  metric power_per_cell_area = ~130 nW/um^2
INFO  metric detailedRoute.firstPassIterationCount = 4
==> kinds of logic (layout without fill, tap and decap cells) <==
| logic type | count (synthesis) | in the layout | synth area share (%) |
|---|---|---|---|
| AND/OR/NAND/NOR | 16 | 16 | 44.7 |
| AND-OR/OR-AND | 13 | 13 | 38.8 |
| buffers and inverters | 6 | 23 | 16.5 |
==> repair_timing <==
item / 4_1_cts / 5_1_grt
setup endpoints to repair: 8 / 2
pin swaps: 2 / 0
gates resized: 6 / 4
==> synthesized netlist by cell type <==
library cell	instances	area [um^2]
sky130_fd_sc_hd__inv_1	1	3.75
sky130_fd_sc_hd__nor2_1	3	11.3
sky130_fd_sc_hd__a21oi_1	5	25.0
sky130_fd_sc_hd__nor4_1	1	6.26
sky130_fd_sc_hd__o21ai_0	2	10.0
sky130_fd_sc_hd__a21o_1	2	15.0
sky130_fd_sc_hd__and4bb_2	1	12.5
sky130_fd_sc_hd__nand2_1	3	11.3
sky130_fd_sc_hd__and2b_2	1	8.76
sky130_fd_sc_hd__o211ai_1	1	7.51
sky130_fd_sc_hd__a221oi_1	1	8.76
sky130_fd_sc_hd__buf_2	1	5.00
sky130_fd_sc_hd__nand3_1	2	10.0
sky130_fd_sc_hd__nor3_1	1	5.00
sky130_fd_sc_hd__nor2b_1	1	6.26
sky130_fd_sc_hd__buf_4	2	15.0
sky130_fd_sc_hd__o21bai_1	1	7.51
sky130_fd_sc_hd__or2_2	1	6.26
sky130_fd_sc_hd__inv_2	1	3.75
sky130_fd_sc_hd__and3b_2	1	10.0
sky130_fd_sc_hd__or4_1	1	7.51
sky130_fd_sc_hd__o32ai_1	1	8.76
sky130_fd_sc_hd__clkbuf_4	1	7.51
==> worst paths after layout <==
path / startpoint / end / slack, ps
max: address[1] / instruction[5] / 80
min: address[0] / instruction[7] / 1530
==> power breakdown <==
group	switching, W	total (W)	internal [W]
clock	0	0	0
combinational	0.0000239	0.0000577	0.0000338
sequential	0	0	0
==> placed cells by master, fill, tap and decap left out, drive strengths merged <==
master | Yosys | routed
a21o | 2 | 2
a21oi | 5 | 5
a221oi | 1 | 1
and2b | 1 | 1
and3b | 1 | 1
and4bb | 1 | 1
buf | 3 | 8
clkbuf | 1 | 1
clkdlybuf4s50 | 0 | 7
dlygate4sd2 | 0 | 4
dlymetal6s2s | 0 | 1
inv | 2 | 2
nand2 | 3 | 3
nand3 | 2 | 2
nor2 | 3 | 3
nor2b | 1 | 1
nor3 | 1 | 1
nor4 | 1 | 1
o211ai | 1 | 1
o21ai | 2 | 2
o21bai | 1 | 1
o32ai | 1 | 1
or2 | 1 | 1
or4 | 1 | 1
==> through the flow <==
stage	setup TNS, ps	util [%]	hold WS, ps
6_report	0	12.6	1530
5_1_grt	0	12.6	1580
4_1_cts	0	12.7	1710
3_5_place_dp	-950	12.7	1970
3_3_place_gp	-957	12.7	1970
2_1_floorplan	0	-	1000
==> layer usage <==
metal	global-route usage, %	vias up	part of all wire (%)	routed length, um
met1	3.03	129	48	382
met3	1.02	0	13	105
met5	0	-	0	0
met4	0	0	0	0
li1	-	165	-	-
met2	3.93	9	39	314
==> layout make-up <==
class                           instances  area share, %
Inverter                                2           1.74
Multi-Input combinational cell         29           42.6
Tap cell                               46           13.3
Timing Repair Buffer                   21           42.3
Power and IR drop assume default switching activity.
